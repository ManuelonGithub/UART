==> design.v <==
module baudGenerator
#(
	parameter PRESCALERS = 8,
	parameter WORD = 16
 )
(
	input wire clk_i, rst_i,
	input wire en_i,
	input wire[WORD-1:0] baud_i,
	output reg baudClk_o
);
reg[WORD-1:0] baudCount;
wire baudDone;
assign baudDone = (baudCount == 0);
initial begin
	baudClk_o	<= 0;
	baudCount	<= 0;
end
always @ (posedge clk_i or posedge rst_i) begin
	if (rst_i) begin
		baudClk_o	<= 0;
		baudCount	<= 0;
	end
	else begin
		casez({baudDone, en_i})
			2'b?0: begin	 
				baudCount <= baud_i;
            	baudClk_o <= 0;
			end
			2'b01: begin
				baudCount <= baudCount - 1;
			end
			2'b11: begin
				baudCount <= baud_i;
            	baudClk_o <= ~baudClk_o;
			end
		endcase
	end
end
endmodule
module fifo 
#(
	parameter WORD = 8,
	parameter DEPTH = 8
 )
(
	input wire clk_i, rst_i,
	input wire wr_i, rd_i,
	input wire[WORD-1:0] data_i,
	output reg full_o, empty_o,
	output reg[$clog2(DEPTH)-1:0] fill_o,
	output reg[WORD-1:0] data_o
);
reg[$clog2(DEPTH)-1:0] rd, wr;
reg[WORD-1:0] buffer[DEPTH];
wire[$clog2(DEPTH)-1:0] nextWr, nextWrAhead, nextRd;
assign nextWr = wr + 1;
assign nextWrAhead = wr + 2'b10;
assign nextRd = rd + 1;
initial begin
	rd 		<= 0;
	wr 		<= 0;
	fill_o 	<= 0;
	full_o  <= 0;
	empty_o <= 1;
	for (int i = 0; i < DEPTH; i++)
		buffer[i] <= -'h1;
end
always @ (posedge clk_i) begin
    data_o <= buffer[rd];
    buffer[wr] <= data_i;
end
always @ (posedge clk_i, posedge rst_i) begin
	if (rst_i) begin
		rd 		<= 0;
		wr 		<= 0;
	end
    else begin
        if (wr_i & !full_o)
            wr <= nextWr;
        if (rd_i  & !empty_o)
            rd <= nextRd;
    end
end
always @ (posedge clk_i, posedge rst_i) begin
	if (rst_i) begin
		full_o  <= 0;
		empty_o <= 1;
		fill_o <= 0;
	end
	else begin
		casez({wr_i, rd_i, full_o, empty_o})
		4'b01?0: begin	 
			full_o  <= 1'b0;
			empty_o <= (nextRd == wr);
			fill_o--;
		end
		4'b100?: begin	 
			full_o <= (nextWrAhead == rd);
			empty_o <= 1'b0;
			fill_o++;
		end
		4'b11?1: begin	 
			full_o  <= 1'b0;
			empty_o <= 1'b0;
			fill_o++;
		end
		4'b11?0: begin	 
			full_o  <= full_o;
			empty_o <= 1'b0;
		end
		default: begin 
		end
		endcase
	end
end
endmodule
`timescale 1ns / 1ps
module uart 
#(
    parameter CLK_RATE = 100000000,
    parameter BAUD_RATE = 9600
 )
(
    input wire clk_i, rst_i,
    input wire rx_i,
    output reg tx_o,
    output reg[7:0] data_o,
    output reg[1:0] status_o, 
    output reg baudEn_o, empty_o, rx_o
);
wire baudClk;
wire rxRdy, txRdy;
wire wr = rxRdy;
wire rd = rxRdy & txRdy;
wire[7:0] rdDat;
localparam [15:0] BAUD_VAL = CLK_RATE/(BAUD_RATE*2)-1;
uartTX tx (
    .clk_i  (clk_i),
    .rst_i  (rst_i),
    .baud_i (BAUD_VAL),
    .wr_i   (rxRdy),
    .data_i (data_o),
    .txDat_o(tx_o),
    .rdy_o  (txRdy)
);
uartRX rx (
    .clk_i    (clk_i),
    .rst_i    (rst_i),
    .baud_i   (BAUD_VAL),
    .dat_i    (rx_i),
    .rd_i     (rd),
    .datEn_o  (rxRdy),
    .dat_o    (data_o),
    .status_o (status_o),
    .baudEn_o (baudEn_o),
    .empty_o  (empty_o),
    .rx_o     (rx_o)
);
endmodule
module uartRX
#(
	parameter BAUD_WORD = 16
 )
(
	input wire clk_i, rst_i,
	input wire[BAUD_WORD-1:0] baud_i,
	input wire dat_i, rd_i,
	output reg datEn_o, full_o, holdEn_o,
	output reg[7:0] dat_o, holdReg_o,
	output reg[1:0] status_o, 
	output reg baudEn_o, empty_o, rx_o
);
reg shiftEn, loadEn, empty;
reg[7:0] shiftReg;
reg[3:0] count;
reg baudEn, baudClk;
baudGenerator baudGen (
	.clk_i      (clk_i),
	.rst_i      (rst_i),
	.en_i       (baudEn),
	.baud_i     (baud_i),
	.baudClk_o  (baudClk)
);
fifo FifoBuffer (
	.clk_i  (clk_i),
	.rst_i  (rst_i),
	.wr_i   (loadEn),
	.rd_i   (rd_i),
	.data_i (shiftReg),
	.full_o (full_o),
	.empty_o(empty),
	.data_o (dat_o)
);
assign datEn_o = ~empty;
assign holdEn_o = loadEn;
wire start = ~dat_i;
wire stop = dat_i;
wire done = (count == 0);
enum {IDLE, RECV, STOP_RECV, LOAD} RECV_STATES;
reg[1:0] state, nextState;
always @ (*) begin
	status_o <= state; 
	baudEn_o <=  baudEn;
	empty_o <= empty;
	rx_o <= dat_i;
end
initial begin
	shiftReg <= 8'hFF;
	count <= 0;
	state <= IDLE;
end
always @ (*) begin
	shiftEn <= 0;
	loadEn <= 0;
	baudEn <= 0;
	case (state)
		IDLE: begin
			if (start)
				nextState <= RECV;
			else
				nextState <= IDLE;
		end
		RECV: begin
			baudEn <= 1;
			if (done && stop)
				nextState <= STOP_RECV;
			else
				nextState <= RECV;
		end
		STOP_RECV: begin
			baudEn <= 1;
			if (~done)
				nextState <= LOAD;
			else
				nextState <= STOP_RECV;
		end
		LOAD: begin
			loadEn <= 1;
			nextState <= IDLE;
		end
	endcase  
end
always @ (posedge clk_i or posedge rst_i) begin
	if (rst_i) begin
		state <= IDLE;
	end
	else begin
		state <= nextState;
		if (loadEn)
			holdReg_o <= shiftReg;
	end
end 
always @ (posedge baudClk, posedge rst_i) begin
	if (rst_i) begin
		count <= 0;
		shiftReg <= 8'hFF;
	end
	else begin
		if (~done) begin
			shiftReg <= {dat_i, shiftReg[7:1]};
			count--;
		end
		else begin
		  count <= 8;
		end
	end
end
endmodule 
module uartTX
#(
	parameter BAUD_WORD = 16
 )
(
	input wire clk_i, rst_i,
	input wire[BAUD_WORD-1:0] baud_i,
	input wire wr_i,
	input wire[7:0] data_i,
	output reg txDat_o, txEn_o, rdy_o, done_o
);
localparam SHIFT_W = 10;
reg[1:0] state, nextState;
reg[7:0] data_r;
reg fifoRd, full, empty;
reg baudClk;
baudGenerator baudGen (
	.clk_i    (clk_i),
	.rst_i    (rst_i),
	.en_i     (1),
	.baud_i   (baud_i),
	.baudClk_o(baudClk)
);
fifo FifoBuffer (
	.clk_i  (clk_i),
	.rst_i  (rst_i),
	.wr_i   (wr_i),
	.rd_i   (fifoRd),
	.data_i (data_i),
	.full_o (full),
	.empty_o(empty),
	.data_o (data_r)
);
reg holdEn, shiftEn;
reg[3:0] bitCounter_r;
reg[SHIFT_W-1:0] hold_r, shift_r;
enum {IDLE, SETUP_HOLD, START_SEND, DATA_SEND} TX_STATES;
initial begin
	bitCounter_r	<= 0;
	shift_r			<= {SHIFT_W{1'b1}};
	hold_r			<= {SHIFT_W{1'b1}};
	state 			<= IDLE;
end
always @ (*) begin
	shiftEn <= 0;
	txEn_o 	<= 0;
	fifoRd  <= 0;
	holdEn 	<= 0;
	case (state)
		IDLE: begin
			if (~empty) 
				nextState <= SETUP_HOLD;
			else
				nextState <= IDLE;
		end
		SETUP_HOLD: begin
			fifoRd <= 1;
			holdEn <= 1;
			nextState <= START_SEND;
		end
		START_SEND: begin
			shiftEn <= 1;
			if (~done_o)
				nextState <= DATA_SEND;
			else
				nextState <= START_SEND;
		end
		DATA_SEND: begin
			txEn_o 	<= 1;
			casez ({done_o, empty})
				2'b0?:
					nextState <= DATA_SEND;
				2'b10:
					nextState <= SETUP_HOLD;
				2'b11:
					nextState <= IDLE;
			endcase
		end
		default: begin
		  nextState <= IDLE;
		end
	endcase  
end
always @ (posedge clk_i or posedge rst_i) begin
	if (rst_i) begin
		state 	<= IDLE;
		hold_r	<= {SHIFT_W{1'b1}};
	end
	else begin
		state 	<= nextState;
		if (holdEn)
			hold_r	<= {1'b1, data_r, 1'b0};
	end
end
always @ (*) begin
	txDat_o <= shift_r[0];
	done_o	<= (bitCounter_r == 0);
	rdy_o 	<= ~full;
end
always @ (posedge baudClk or posedge rst_i) begin
	if (rst_i) begin
		bitCounter_r 	<= 0;
		shift_r			<= {SHIFT_W{1'b1}};
	end
	else begin
		if (done_o) begin
			if (shiftEn) begin
				shift_r 		<= hold_r;
				bitCounter_r 	<= SHIFT_W;
			end
		end
		else begin
			shift_r <= {1'b1, shift_r[SHIFT_W-1:1]};
			bitCounter_r--;
		end
	end
end
endmodule
==> run.sh <==
#!/bin/bash
# OpenROAD 26Q1-2900-gdf79404cd8, Yosys 0.63+post, stock flow scripts
make -C /OpenROAD-flow-scripts/flow DESIGN_CONFIG=/design/flow/config.mk WORK_HOME=/design/flow/orfs finish
==> config.mk <==
export PLATFORM = sky130hd
export DESIGN_NAME = uart
export DESIGN_NICKNAME = uart
export VERILOG_FILES = /design/flow/design.v
export SDC_FILE = /design/flow/constraint.sdc
export NUM_CORES = 4
export LEC_CHECK = 1
export CORE_UTILIZATION = 30
==> constraint.sdc <==
current_design uart

set clk_period 6.8
set clk_io_pct 0.2

create_clock -name clk0 -period $clk_period [get_ports {clk_i}]

set non_clock_inputs [all_inputs -no_clocks]
set_input_delay [expr $clk_period * $clk_io_pct] -clock clk0 $non_clock_inputs
set_output_delay [expr $clk_period * $clk_io_pct] -clock clk0 [all_outputs]
==> flow_summary.json <==
{
  "status": "finished, final reports clean",
  "rsz0062_at_grt": "no",
  "drt_iter0_markers": 211,
  "path_cells": "clkdlybuf4s50_1 -> clkdlybuf4s50_1",
  "drv_cap": 0,
  "cts_setup_buffers": 0,
  "synth_cells": 591,
  "path_clk_slew_ns": 0.06,
  "tritoncts": "done",
  "place_congestion": 0.7657,
  "cpLargestDelayFamily": "buffers and inverters",
  "worst-setup-path-type": "primary input to output pin",
  "die_x_um": 178.9,
  "wl_um": 15680,
  "fmax_mhz": 270.5,
  "top_area_frac": 0.4095,
  "synth_area_per_cell_um2": 15.88,
  "period_needed_ns": 3.697,
  "clk-insertion-delay-late_ns": 0.50,
  "yosysSeqAreaShare": 0.6820,
  "cp.required_ns": 5.44,
  "instances_no_fill": 1036,
  "edf_count": 128,
  "ys_sh_adder": 0.02799,
  "io_pins": 17,
  "antenna_found_initial": 0,
  "tightest_slew_ns": 0.9531,
  "diodes": 0,
  "slowest_delay_ns": 0.51,
  "powerDensity_nw_per_um2": 279.5,
  "yosys_warnings": 7,
  "flop_cell": "edfxtp_1",
  "overflow": 0,
  "core_area_um2": 30670,
  "area_growth_pct": 14.54,
  "grt_pass1_wl_um": 25940,
  "htree_levels": 1,
  "slew_viol_final": 0,
  "grt_pass1_vias": 4824,
  "syn_area_um2": 9387,
  "critPathMaxFanout": 4,
  "leakage_uw": 0.003894,
  "post-place-ws_ns": 3.106,
  "cp-start-kind": "primary input",
  "num_rows": 64,
  "avgRoutedWirePerCell_um": 15.13,
  "drc": 0,
  "die_area_um2": 32000,
  "critPathBufInv": 2,
  "yosysCellCount": 591,
  "synthAoiAreaFrac": 0.03146,
  "synthMuxAreaShare": 0.1306,
  "ys_area_um2": 9387,
  "viasPerCell": 4.542,
  "post-dp-hpwl_um": 9490,
  "worstPathArrival_ns": 2.34,
  "untimed_endpoints": 90,
  "slowest_stage": "clkdlybuf4s50_1",
  "ys_top_cells_by_count": "128 x edfxtp_1, 60 x dfrtp_1, 36 x mux2_2",
  "xor_area_frac": 0.03719,
  "hold_path.class": "flip-flop to flip-flop",
  "cts_buffer_depth": 3,
  "cts-root-buf": "clkbuf_16",
  "ys_ff": 232,
  "grt_max_degree": 50,
  "drive_above_1_share": 0.2328,
  "synthDistinctLibCells": 47,
  "largest_area_cell": "edfxtp_1",
  "ys_async_sr_fraction": 0.3793,
  "slew_headroom": 0.3587,
  "finalSetupViolCount": 0,
  "unclocked_regs": 25,
  "crit_top_cell": "clkdlybuf4s50_1",
  "dieHeight_um": 178.9,
  "dp.cells": 996,
  "fp_util": 0.3061,
  "port_buffers": 16,
  "setup_ws_ns": 3.103,
  "first_pass_iters": 4,
  "hold_buffers": 0,
  "route.vias.total": 4706,
  "finalHoldViolations": 0,
  "gr-usage-all-layers": 0.1105,
  "ant_nets": 0,
  "cts_resized": 0,
  "openroad.warnings": 36,
  "top_cell": "edfxtp_1",
  "ys_top_cells_by_area": "edfxtp_1 41%, dfrtp_1 16%, dfstp_2 7.8%, mux4_2 7.7%, mux2_2 4.3%",
  "synth.comb.largest_family": "multiplexers",
  "fin_skew_ns": 0.008849,
  "tns_ns": 0,
  "endpoint_kind": "output pin",
  "post-route-period-util": 0.5437,
  "numCtsBuffers": 22,
  "simple_gate_share": 0.07318,
  "peakVddDrop_v": 0.0001712
}
-- through the flow --
step | hold WS, ns | instance area, µm² | util | power [µW]
floorplan | 0.4260 | 9387 | - | 1756
detailed placement | 0.4519 | 10070 | 0.3285 | 1910
CTS | 0.4667 | 10750 | 0.3506 | 3044
global route | 0.4806 | 10750 | 0.3506 | 3139
finish | 0.4612 | 10750 | 0.3506 | 3005
global placement | 0.4483 | 10070 | 0.3285 | 1909
-- flip-flops by register name, summed over array words and instances, names as in the netlist, 2 cells and up, named ones only --
| register | flops |
|---|---|
| rx.FifoBuffer.buffer | 64 |
| tx.FifoBuffer.buffer | 64 |
| rx.baudGen.baudCount | 16 |
| tx.baudGen.baudCount | 16 |
| tx.hold_r | 9 |
| tx.shift_r | 9 |
| rx.FifoBuffer.data_o | 8 |
| rx.shiftReg | 8 |
| tx.FifoBuffer.data_o | 8 |
| rx.count | 4 |
| tx.bitCounter_r | 4 |
| rx.FifoBuffer.rd | 3 |
| rx.FifoBuffer.wr | 3 |
| tx.FifoBuffer.rd | 3 |
| tx.FifoBuffer.wr | 3 |
| tx.state | 2 |
-- worst paths after layout --
check                                             start                        to  depth (start not counted)  slack [ns]
min in group asynchronous                         rst_i  tx.baudGen.baudCount[15]                          2        1.29
worst min register to register  tx.FifoBuffer.data_o[2]              tx.hold_r[3]                          1        0.46
worst max-delay path                               rx_i                      rx_o                          2        3.10
max in group asynchronous                         rst_i               tx.state[0]                          3        4.45
worst max register to register  tx.baudGen.baudCount[3]  tx.baudGen.baudCount[14]                          4        4.33
worst min-delay path            tx.FifoBuffer.data_o[2]              tx.hold_r[3]                          1        0.46
-- area by class of cell --
class | instances | area (µm²)
fillers | 2893 | 19920
flip-flops and latches | 232 | 6401
multi-input cells | 319 | 2831
clock buffers | 30 | 601.8
well taps | 396 | 495.5
repair buffers | 32 | 280.3
clock inverters | 10 | 76.32
inverters | 17 | 65.06
-- per-layer routing --
| metal | vias to the layer above | part of all wire | track usage |
|---|---|---|---|
| met5 | - | 0 | 0 |
| met4 | 0 | 0.017 | 0.01942 |
| met3 | 24 | 0.074 | 0.04626 |
| met2 | 124 | 0.48 | 0.1704 |
| met1 | 2303 | 0.43 | 0.1543 |
| li1 | 2255 | - | - |
-- cell families after synthesis --
kind of cell,after synthesis
AND/OR/NAND/NOR,133
multiplexers,78
flip-flops,232
XOR/XNOR,39
adder cells (fa/ha/maj),21
AND-OR/OR-AND,48
buffers and inverters,40
-- power breakdown --
part           internal [µW]  switching, µW  total [µW]
clock                    658            467        1130
combinational            145            158         303
sequential              1500           80.5        1580
total                   2300            706        3010
-- layout by cell type, fill, tap and decap left out, types with 4 or more instances in the layout --
cell type and n:
mux2i_1 10, buf_4 16, clkinv_1 4, inv_1 16
nor2_1 33, dfrtp_1 60, and2_1 9, nand2b_1 5
xor2_1 19, clkdlybuf4s50_1 16, or3_1 5, ha_1 21
nand3_1 12, nand2_1 30, clkinv_2 4, clkbuf_16 23
nor3_1 6, o31ai_1 4, xnor2_1 19, clkbuf_1 7
o21ai_0 12, edfxtp_1 128, mux2_2 36, a21oi_1 18
nor4_1 6, mux4_2 32, nor2b_1 10, dfstp_2 28
nand3b_1 4, dfxtp_1 16
No activity file was given, so power comes from the tool's default toggle rates.
