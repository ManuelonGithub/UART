===== /design/flow/config.mk =====
export PLATFORM = sky130hd
export DESIGN_NAME = BaudRateGen
export DESIGN_NICKNAME = BaudRateGen
export VERILOG_FILES = /design/flow/design.v
export SDC_FILE = /design/flow/constraint.sdc
export NUM_CORES = 4
export LEC_CHECK = 1
export CORE_AREA = 10 10 78 78
export DIE_AREA = 0 0 88 88

===== /design/flow/constraint.sdc =====
current_design BaudRateGen

set clk_period 2.8
set clk_io_pct 0.2

create_clock -name clk0 -period $clk_period [get_ports {clk_i}]

set non_clock_inputs [all_inputs -no_clocks]
set_input_delay [expr $clk_period * $clk_io_pct] -clock clk0 $non_clock_inputs
set_output_delay [expr $clk_period * $clk_io_pct] -clock clk0 [all_outputs]

===== /design/flow/design.v =====
module BaudRateGen 
#(
	parameter MCLK = 100000000,
	parameter WORD = 16,
	parameter BAUD = 115200	
 )
(
	input wire clk_i, rst_i,
	input wire en_i,
	output reg baudClk_o
);
	localparam BAUD_COUNT = ((MCLK/BAUD)/2) - 1;
	reg[WORD-1:0] count;
	initial begin
		count <= 0;
		baudClk_o <= 0;
	end
	always @ (posedge clk_i or posedge rst_i) begin
		if (rst_i) begin
			count <= 0;
			baudClk_o <= 0;
        end
		else begin
			if (count == BAUD_COUNT) begin
				baudClk_o <= ~baudClk_o;
				count <= 0;
			end
			else
				count++;
		end
	end
endmodule

===== /design/flow/run.sh =====
#!/bin/bash
# OpenROAD 26Q1-2900-gdf79404cd8, Yosys 0.63+post, stock flow scripts
make -C /OpenROAD-flow-scripts/flow DESIGN_CONFIG=/design/flow/config.mk WORK_HOME=/design/flow/orfs finish

==> results_slide.txt <==
Flow Results at a Glance

Floorplan
  • Number of top-level pins: 4
  • Horizontal die dimension: 88 um
  • Area of the placeable core: ~4400 um^2
  • Core utilization at floorplan: 0.1797
  • Count of standard-cell rows: 24
  • Die Y: just under 90 um
  • Die Size: slightly below 8000 um^2

Finish
  • Layout cell share with drive strength beyond 1: 0.06329
  • Area used by sequential logic in the layout: between 400 and 500 um^2
  • Area added between synthesis and finish: 16.40%
  • Fill cells: 456
  • Logic cell area: approximately 350 um^2

Routing
  • Routed wire length per instance: 10.05 um
  • Post-detailed-routing wire length: roughly 1.3 mm
  • Length of the first detailed-routing pass in iterations: 4
  • DRC violations left: 0
  • Number of diodes added for antenna fixing: 0
  • Number of vias per cell: just over 4
  • Residual antenna-violating net count after detailed routing: 0
  • Overall via count from detail_route: about 540
  • Number of DRC violations after detailed-routing iteration 0: 24

Synth
  • Largest area contributor in the netlist: sky130_fd_sc_hd__dfrtp_1
  • Number of instances in the synthesized netlist: 73
  • Number of distinct library cells after synthesis: 18
  • Total cell area reported by yosys after synthesis: between 700 and 800 um^2
  • Register area share after synthesis: 0.5363
  • Synth warn: 1
  • Top cells by area: sky130_fd_sc_hd__dfrtp_1 (54%), sky130_fd_sc_hd__xor2_1 (8.8%), sky130_fd_sc_hd__xnor2_1 (4.4%), sky130_fd_sc_hd__nand3_1 (3.8%), sky130_fd_sc_hd__ha_1 (3.2%)
  • Cell area after synthesis: 793.3 um^2
  • Dominant register cell in the synthesized netlist: sky130_fd_sc_hd__dfrtp_1
  • Most frequent cell after synthesis: sky130_fd_sc_hd__dfrtp_1
  • Ranking of synthesized cells by instance count: sky130_fd_sc_hd__dfrtp_1 (17), sky130_fd_sc_hd__xor2_1 (8), sky130_fd_sc_hd__nand3_1 (6)
  • Ys async rst share: 1.000
  • Synthesized area divided by synthesized cell count: between 10 and 15 um^2
  • EDFF count, synth: 0
  • FF+latch count, synth: 17
  • Post-synth top area share: 0.5363
  • # Cells Yosys: around 73

CTS
  • Post-CTS setup buffers: 0
  • Clock transition at the registers of the reported paths: roughly 0.06 ns
  • TritonCTS clock tree: done
  • CTS root buf: sky130_fd_sc_hd__clkbuf_8
  • Max clock buf depth: 2
  • Post-CTS Resized: 0
  • Cts-stage hold buffer count: 0
  • Number of clock sinks: 17
  • Count of H-tree levels built during CTS: 1
  • Clk Latency, worst-skew pair: approximately 0.24 ns
  • Clock buffers created by TritonCTS: 3

Global route
  • Number of antenna violations at the first check in global routing: 0
  • Wire length of the first global-routing pass: around 2.6 mm
  • Total Routing Usage GR: 0.03913
  • Residual overflow from global routing: 0
  • Pin count of the biggest net entering global routing: 18
  • Via count of the first global-routing pass: about 600

Flow run
  • OpenROAD warnings: 27
  • Total of max-cap violations: 0

Power and ir drop
  • Power Total: roughly 430 uW
  • Worst IR drop on VDD: 0.0004741 V
  • Static Leak: ~0.42 nW
  • PD cells: 460.7 nW/um^2

Place
  • # port buffers: 2
  • GP Congestion: 0.8279
  • HPWL reported at the end of detailed placement: roughly 960 um

Timing
  • Setup repair after global routing missed its margin: false
  • Normalized max-slew margin: 0.6002
  • Setup violators final: 0
  • Min Clock Period, post-route: about 1.8 ns
  • Transition time at the pin with the least slew margin: roughly 0.60 ns
  • Achievable Freq: around 0.57 GHz
  • Setup total negative slack: 0 ns
  • Final number of max-transition violations: 0
  • Worst hold slack after final layout: roughly 0.47 ns
  • Post-route clock period utilization: 0.6254
  • Endpoints failing hold: 0
  • Clock skew: 0.0007771 ns

Worst setup path
  • Launching element type of the critical path: register
  • Data required time at the worst endpoint: 2.90 ns
  • CP Capture Point: baudClk_o
  • R2r setup slk: approximately 1.0 ns
  • Critical path endpoint category: register
  • Worst path buffer plus inverter count: 0
  • Critical Path Source: count[9]
  • Worst reg2reg path startpoint: count[9]
  • Cell depth of the worst setup path: 3
  • Critical register-to-register path endpoint: baudClk_o
  • Crit path cell chain: or4b_1, nor4_4, xor2_1
  • Crit path DAT: ~1.9 ns
  • Critical path's slowest cell: sky130_fd_sc_hd__or4b_1
  • Crit-path max FO: 8
  • Worst Setup Path Type: reg2reg
  • Stage delay of the slowest cell on the critical path: 0.58 ns
  • Delay-heaviest family, CP: simple AND/OR/NAND/NOR gates
  • Reg2Reg Depth: 3

Hold path
  • Beginning of the worst hold path: baudClk_o
  • Min-delay worst type: reg2reg

Outcome
  • Status: finished clean
placed cells by master, fill, tap and decap left out, drive strengths merged, types with 4 or more instances in the layout:
cell	count
dfrtp	17
nor2	5
clkbuf	4
nor4	4
nand3	6
inv	5
xor2	8
nor3	4
xnor2	4
worst min path at each step:
stage | endpoint | slack [ns] | cells after the start
6_report | baudClk_o | 0.47 | 1
5_1_grt | baudClk_o | 0.50 | 1
4_1_cts | baudClk_o | 0.47 | 1
power by group:
group / switching [mW] / internal [mW] / leakage (nW)
registers: 0 / 0.246 / 0.228
clock network: 0.0733 / 0.101 / 0.0228
logic: 0.00447 / 0.00131 / 0.171
total: 0.0778 / 0.348 / 0.421
cells by family after synthesis:
group           synth area share
compound gates           0.03784
fa+ha+maj                0.03154
xor+xnor                  0.1325
buf+inv                  0.02366
simple gates              0.2382
flops                     0.5363
state kept, by name, summed over array words and instances, names as in the netlist:
name	cells
baudClk_o	1
count	16
routing by layer:
layer / vias up / part of all wire / global-route usage
li1: 269 / - / -
met5: - / 0 / 0
met1: 262 / 0.52 / 0.05239
met3: 0 / 0.034 / 0.01310
met2: 5 / 0.45 / 0.06283
met4: 0 / 0 / 0.002899
stage by stage:
| stage | cells | setup WS [ns] | area (um^2) | utilization |
|---|---|---|---|---|
| floorplan | 73 | 1.201 | 793.3 | - |
| global placement | 127 | 1.062 | 878.3 | 0.1990 |
| detailed placement | 127 | 1.064 | 878.3 | 0.1990 |
| CTS | 131 | 1.047 | 923.4 | 0.2092 |
| global route | 131 | 0.9181 | 923.4 | 0.2092 |
| finish | 131 | 1.049 | 923.4 | 0.2092 |
final cells by class:
cell class                      instances  area share
Sequential cell                        17      0.4607
Tap cell                               52     0.07046
Inverter                                5     0.02033
Timing Repair Buffer                    2     0.02168
Multi-Input combinational cell         51      0.3780
Clock buffer                            4     0.04878
No activity file was given, so power comes from the tool's default toggle rates.
